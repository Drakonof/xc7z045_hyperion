==> design.v <==
`timescale 1ns / 1ps
module simple_dual_port_ram #
(
    parameter integer DATA_WIDTH     = 8,
    parameter integer ADDR_WIDTH     = 8,
    parameter         IS_OUT_LATENCY = "false",   
    parameter         RAM_TYPE       = "block",  
    parameter         INIT_FILE_NAME = "", 
    localparam integer BYTE_VALID_WIDTH = DATA_WIDTH / 8  
)
(
    input logic                            i_clk,
    input logic                            i_wr_en,
    input logic [DATA_WIDTH - 1 : 0]       i_wr_data,
    input logic [BYTE_VALID_WIDTH - 1 : 0] i_wr_byte_valid,
    input logic [ADDR_WIDTH - 1 : 0]       i_wr_addr,
    input logic                            i_rd_en,
    output logic [DATA_WIDTH - 1 : 0]      o_rd_data,
    output logic                           o_rd_data_valid,
    input logic [ADDR_WIDTH - 1 : 0]       i_rd_addr
);
    localparam integer MEM_DEPTH = 2 ** ADDR_WIDTH;
    (*ram_style = RAM_TYPE*) 
    bit [DATA_WIDTH - 1 : 0] mem[0 : MEM_DEPTH - 1];
    initial begin
        if (INIT_FILE_NAME == "" ) begin
            for (int i = 0; i < MEM_DEPTH; i++) begin
                mem[i] = '0;
            end
        end
        else begin
            $readmemh(INIT_FILE_NAME, mem);
        end
    end
    always_ff @(posedge i_clk) begin  
        if (i_wr_en == 1'h1) begin 
            for (int i = 0; i < BYTE_VALID_WIDTH; i++) begin
                if (i_wr_byte_valid[i] == 1'h1) begin
                    mem[i_wr_addr][(i * 8) +: 8] <= i_wr_data[(i * 8) +: 8];
                end
            end
        end
    end
generate 
    if (IS_OUT_LATENCY == "true") begin
        always_ff @(posedge i_clk) begin  
            if (i_rd_en == 1'h1) begin 
                o_rd_data <= mem[i_rd_addr];
            end
            o_rd_data_valid <= i_rd_en;
        end
    end
    else begin
        always_comb begin  
            if (i_rd_en == 1'h1) begin 
                o_rd_data = mem[i_rd_addr];
            end
            else begin
                o_rd_data = {DATA_WIDTH{1'h0}};
            end
            o_rd_data_valid = i_rd_en;
        end
    end
endgenerate
endmodule
==> run.sh <==
#!/bin/bash
# OpenROAD 26Q1-2900-gdf79404cd8, Yosys 0.63+post, stock flow scripts
make -C /OpenROAD-flow-scripts/flow DESIGN_CONFIG=/design/flow/config.mk WORK_HOME=/design/flow/orfs finish
==> config.mk <==
export PLATFORM = sky130hd
export DESIGN_NAME = simple_dual_port_ram
export DESIGN_NICKNAME = simple_dual_port_ram
export VERILOG_FILES = /design/flow/design.v
export SDC_FILE = /design/flow/constraint.sdc
export NUM_CORES = 4
export LEC_CHECK = 1
export CORE_UTILIZATION = 50
==> constraint.sdc <==
current_design simple_dual_port_ram

set clk_period 17.1
set clk_io_pct 0.2

create_clock -name clk0 -period $clk_period [get_ports {i_clk}]

set non_clock_inputs [all_inputs -no_clocks]
set_input_delay [expr $clk_period * $clk_io_pct] -clock clk0 $non_clock_inputs
set_output_delay [expr $clk_period * $clk_io_pct] -clock clk0 [all_outputs]
==> reports/qor_table.md <==
| Step | Item | This run |
|---|---|---|
| status | Outcome | complete, no violations |
| drt | Total via count in the routed design | 39.4k |
| final timing | Hold violation total from the final report | 0 |
| clock tree | CTS H-tree lvls | 4 |
| placement | Number of port buffers | 36 |
| yosys | Sequential cell area fraction in the yosys report | 76.5% |
| clock tree | Clock Tree Buf Depth | 3 |
| worst setup path | Total buffers and inverters traversed by the critical path | 5 |
| yosys | Distinct lib cells | 63 |
| drt | Routed len/inst | 32.1 um |
| worst setup path | Crit. End Element | output port |
| final timing | Slew at the pin closest to its max-slew limit | 1.23 ns |
| worst setup path | Stage delay of the slowest cell on the critical path | 0.99 ns |
| global route | Pin count of the biggest net entering global routing | 99 |
| job | Reported max-cap violation count | 0 |
| worst setup path | CP most frequent cell | buf_4 |
| floorplanning | Io pins | 37 |
| yosys | Count of flip-flops with a built-in enable after synthesis | 2,048 |
| global route | Global-route total usage across every layer | 29.4% |
| final timing | Final min period | 12.28 ns |
| finish | Register with the most flip-flops | mem |
| final timing | Final worst setup slack | 4.82 ns |
| final timing | Unrepaired setup endpoints after global routing | no |
| placement | Post-detail-place hpwl | 128,000 um |
| clock tree | TritonCTS clock tree | yes |
| clock tree | Num CTS Buffers | 203 |
| pwr | Max IR drop VDD | 103 uV |
| worst setup path | WP data required | 13.68 ns |
| final timing | Total negative slack for setup checks | 0 ns |
| finish | Util after Layout | 56.5% |
| drt | DRT Pass-1 Iters | 5 |
| finish | Largest registers ranked by flip-flop count | mem: 2048 flops |
| drt | Average vias per placed instance | 6.13 |
| worst setup path | Critical Path AT | 8.86 ns |
| floorplanning | Area of the core | 0.159 mm^2 |
| finish | Multi-input gate area in the final layout | 0.0172 mm^2 |
| yosys | Yosys top cell by area | edfxtp_1 |
| drt | Routed WL | 206,000 um |
| floorplanning | Site row count | 146 |
| worst setup path | Worst setup path category | input pin to output port |
| clock tree | Clock Root Buffer | clkbuf_16 |
| global route | Via count of the first global-routing pass | 42.5k |
| yosys | Synthesis-stage register bit count | 2,048 |
| worst setup path | Delay-heaviest family, CP | buffers and inverters |
| finish | Fill cell count | 11.6k |
| yosys | Cell total in the yosys stat output | 3,866 |
| worst setup path | Critical Path Source Type | input pin |
| final timing | Final hold slack | 3.17 ns |
| placement | Worst setup slack after placement | 4.84 ns |
| clock tree | Total number of clock tree sinks | 2,048 |
| global route | Total gr overflow | 0 |
| pwr | Leakage | 28.3 nW |
| drt | Count of unresolved DRC violations after routing | 0 |
| yosys | Cells taking the most area after synthesis | edfxtp_1, mux4_2, mux2i_1 |
| worst setup path | Master of the slowest instance on the critical path | nor4_1 |
| finish | Flip-flop count of the largest register after layout | 2,048 |
| floorplanning | Die extent in y | 403 um |
| min path | Kind of path behind the tightest hold check | input pin to flop |
| final timing | Count of final setup violators | 0 |
| yosys | Portion of synthesized cell area occupied by the leading cell type | 76.5% |
| job | Number of OpenROAD warnings | 26 |
| yosys | Chip Area, Yosys | 0.0804 mm^2 |
| clock tree | Cts-stage hold buffer count | 0 |
| yosys | Mean Syn Cell Area | 20.8 um^2 |
| yosys | Synthesized instance count | 3,866 |
| final timing | Period utilisation layout | 71.8% |
| clock tree | Number of buffers inserted by post-CTS setup repair | 0 |
| worst setup path | Ordered list of cells on the worst path | buf_8, buf_4, buf_4, buf_4, mux4_2, a211oi_1, nor4_1, nand4_1, o22ai_1, clkdlybuf4s50_1 |
| pwr | Total power density per cell area | 114 mW/mm^2 |
| placement | Global placer's final weighted congestion | 0.919 |
| global route | Number of antenna violations at the first check in global routing | 6 |
| floorplanning | Effective utilization at floorplan | 50.5% |
| floorplanning | DIE AREA | 0.162 mm^2 |
| finish | Share of final-layout standard cells stronger than drive strength 1 | 22.2% |
| worst setup path | Maximum fanout encountered on the critical timing path | 56 |
| yosys | Top flip-flop cell by instance count after synthesis | edfxtp_1 |
| clock tree | CTS-repair resized insts | 0 |
| clock tree | Post-CTS clock slew at the launch and capture registers of the worst setup and hold paths | 0.06 ns |
| global route | Wire length of the first global-routing pass | 300,000 um |
| drt | Antenna Violating Nets Remaining | 0 |
| finish | Area growth from synthesis to layout | 11.8% |
| drt | Initial DRC Count | 2,741 |
| yosys | Yosys synthesis warning count | 1 |
| final timing | Highest clock rate | 81.5 MHz |
| yosys | Area of the mapped netlist | 0.0804 mm^2 |
| final timing | Count of pins over their slew limit | 0 |
| floorplanning | Horizontal die size | 403 um |
| finish | Combined flip-flop and latch cell area | 0.0615 mm^2 |
| yosys | Proportion of register bits with asynchronous set or reset after synthesis | 0% |
| final timing | Max-slew headroom | 17.2% |
cell usage after synthesis (all sizes together), types with 4 or more instances:
cell	n
nand2	74
a2111oi	10
mux2	7
o221ai	79
a211oi	30
nor2	322
clkbuf	104
a21oi	68
a22oi	22
mux4	429
nand4	14
mux2i	245
o32ai	6
nor2b	14
o311ai	4
o22ai	75
edfxtp	2048
nand3	37
nand2b	10
nor3	27
or3	8
buf	135
nor4	4
o211ai	8
o21ai	36
a31oi	6
a221oi	7
and2	5
metal layers:
layer / global-route usage (%) / vias up / wire length (um)
met5: 1.87 / - / 447
met4: 7.02 / 18 / 6570
met3: 22.2 / 359 / 37000
met2: 39.9 / 2378 / 93700
met1: 41.1 / 19900 / 68800
li1: - / 16700 / -
metrics by stage:
step	instances	area, um^2	total power [W]
final	6430	89900	0.0103
after global routing	6428	89900	0.0106
after floorplan	3866	80400	0.00592
after detailed placement	6050	83600	0.00615
after CTS	6427	89900	0.0103
after global placement	6050	83600	0.00615
final timing paths:
path / startpoint / slack (ns) / depth (start not counted) / to
max: i_rd_addr[1] / 4.82 / 10 / o_rd_data[0]
min: i_wr_data[4] / 3.17 / 1 / mem[6][4]
power by group:
| part | internal, W | total, W | switching [W] |
|---|---|---|---|
| clock network | 0.00237 | 0.00422 | 0.00185 |
| logic | 0.000168 | 0.000511 | 0.000344 |
| registers | 0.00553 | 0.00553 | 0.00000119 |
cell type report:
cell class / instances / share of cell area [%]
Clock buffer: 254 / 5.96
Clock inverter: 123 / 1.03
Tap cell: 2146 / 2.99
Sequential cell: 2048 / 68.4
Inverter: 3 / 0.0181
Timing Repair Buffer: 277 / 2.49
Multi-Input combinational cell: 1576 / 19.1
Antenna cell: 3 / 0.00835
cell families (layout without fill, tap and decap cells):
group,Yosys count,count (layout),synth area share (%)
flops,2048,2048,76.5
mux,681,681,15.3
simple gates,524,524,2.76
compound gates,371,371,3.23
buf+inv,242,657,2.21
other cells,0,3,0
layout by cell type, fill, tap and decap left out, types with 10 or more instances in the layout:
| cell type | count |
|---|---|
| clkinv_1 | 57 |
| nand2_1 | 73 |
| mux2i_1 | 245 |
| clkinv_2 | 42 |
| a22oi_1 | 22 |
| o21ai_0 | 35 |
| buf_4 | 240 |
| nor2_1 | 317 |
| o22ai_1 | 75 |
| mux4_1 | 34 |
| clkdlybuf4s50_1 | 23 |
| a21oi_1 | 68 |
| clkbuf_16 | 207 |
| clkbuf_1 | 47 |
| edfxtp_1 | 2048 |
| bufinv_16 | 10 |
| o221ai_1 | 79 |
| nor3_1 | 27 |
| nand3_1 | 37 |
| nand4_1 | 14 |
| nor2b_1 | 14 |
| mux4_2 | 395 |
| a211oi_1 | 30 |
Power is estimated from default activity; no workload was simulated.
