`run.sh`:
```
#!/bin/bash
# OpenROAD 26Q1-2900-gdf79404cd8, Yosys 0.63+post, stock flow scripts
make -C /OpenROAD-flow-scripts/flow DESIGN_CONFIG=/design/flow/config.mk WORK_HOME=/design/flow/orfs finish
```
`config.mk`:
```
export PLATFORM = sky130hd
export DESIGN_NAME = counter
export DESIGN_NICKNAME = counter
export VERILOG_FILES = /design/flow/design.v
export SDC_FILE = /design/flow/constraint.sdc
export NUM_CORES = 4
export LEC_CHECK = 1
export CORE_AREA = 10 10 70 70
export DIE_AREA = 0 0 80 80
```
`constraint.sdc`:
```
current_design counter

set clk_period 1.2
set clk_io_pct 0.2

create_clock -name clk0 -period $clk_period [get_ports {i_clk}]

set non_clock_inputs [all_inputs -no_clocks]
set_input_delay [expr $clk_period * $clk_io_pct] -clock clk0 $non_clock_inputs
set_output_delay [expr $clk_period * $clk_io_pct] -clock clk0 [all_outputs]
```
`design.v`:
```
`timescale 1ns / 1ps
module counter #
(
    parameter integer MAX_VALUE = 8,
    localparam integer WIDTH = $clog2(MAX_VALUE)
)
(
    input  logic                 i_clk,
    input  logic                 i_s_rst_n,
    input  logic                 i_en,
    output logic [WIDTH - 1 : 0] o_value
);
    logic [WIDTH - 1 : 0] counter;
    always_comb begin
        o_value = counter;
    end
    always_ff @ (posedge i_clk) begin
        if (i_s_rst_n == '0) begin
            counter <= '0;
        end
        else if (i_en == '1) begin
            if (counter == MAX_VALUE) begin
                counter <= '0;
            end
            else begin
                counter <= counter + 1'h1;
            end   
        end
    end
endmodule
```
==> notes.md <==
## Logic synthesis
• 47.1% — Synth Seq Share
• 3 — register bit count reported by yosys
• 128 sq um — summed instance area of the synthesized netlist
• 10.6 sq um — post-synthesis area per instance
• 47.1% — Top-area cell share
• sky130_fd_sc_hd__dfxtp_1 47%, sky130_fd_sc_hd__mux2i_1 16%, sky130_fd_sc_hd__ha_1 9.8% — dominant cells by area after synthesis
• 12 — number of standard cells reported by yosys
• sky130_fd_sc_hd__dfxtp_1 — cell type with the largest total area after synthesis
• 128 sq um — area of the synthesized netlist per yosys stat
• 8 — number of distinct library cells after synthesis
• 1 — synth warn
• 12 — post-synthesis instance total

## CTS
• sky130_fd_sc_hd__clkbuf_4 — root buffer selected by CTS
• 3 — cts bufs inserted
• 1 — CTS H-tree lvls
• 0 — total of hold buffers inserted after clock tree synthesis
• 3 — # clock sinks
• yes — clock tree from TritonCTS
• 2 — number of buffers on the longest clock path
• 0.04 ns — clock transition at the registers of the reported paths
• 0.23 ns — clock latency on the worst-skew pair

## Job
• 25 — number of warning messages in the logs
• 0 — Max Cap Viol

## Floorplanning
• 6 — count of pins on the block boundary
• 21 — standard-cell rows
• 80 um — Die Y
• 80 um — horizontal die dimension
• 3420 sq um — placeable core region
• 6400 sq um — die footprint
• 3.74% — FP Util

## Global route
• 5 — pin count of the biggest net entering global routing
• 586 um — global-route wire length before repair
• 1.34% — all-layer global routing usage
• 0 — Congestion Overflow GR
• 142 — vias in the first global route
• 0 — initial antenna violation count

## Power
• 21.5% — Sw Ratio
• 0.000121 uW — Static Leak
• 1210 nW/um^2 — pwr/cell area
• 223 uV — VDD IR-drop max
• 72.0 uW — switching power
• 13.3% — Logic pwr share
• 33.6% — Sequential Power Share
• 53.2% — clock power share
• 264 uW — internal power component

## Route
• 0 — DRC violation count after routing
• 2 — first-pass detailed-route iteration total
• 1.77 — number of vias per cell after detailed routing
• 5.36 um — mean routed wirelength per cell
• 3 — violation count after the first detailed-routing iteration
• 122 — vias after detailed routing
• 0 — diode insertion count for antenna repair
• 0 — Antenna Violating Nets Remaining
• 370 um — overall routed net length

## Worst setup path
• 1 — depth of the critical timing path with buffers and inverters included
• 3 — maximum fanout encountered on the critical timing path
• flop to primary output — start-to-end type of the worst setup path
• sky130_fd_sc_hd__dfxtp_2 — crit path max-delay cell type
• 0.31 ns — slowest stage delay, CP
• 4 — r2r worst-path depth
• flip-flops — top cell family by delay on the critical path
• flop — sort of element at the start of the critical path
• dlygate4sd2_1 — series of cell instances along the critical path
• primary output — endpoint kind of the worst setup timing path
• 1 — Worst Path Buf+Inv
• 0.78 ns — arrival time of data at the critical path endpoint
• 0.96 ns — required time reported for the critical path endpoint

## Run status
• completed — run status

## Cells and area
• 3 x sky130_fd_sc_hd__clkbuf_4, 3 x sky130_fd_sc_hd__dfxtp_2, 3 x sky130_fd_sc_hd__dlygate4sd2_1 — Top Layout Cells
• 3 — max reg flops
• counter — register with the most flip-flops
• 67.6 sq um — area occupied by multi-input gates
• 63.8 sq um — sequential cell area in the final layout
• 34.8% — share of layout cells above drive strength 1
• counter (3) — largest registers
• 404 — Layout fillers
• 117% — growth of design area from synthesis to finish

## Worst hold path
• flop to flop — Hold/Removal Path Class
• 2 — WHS Path Cells

## Place
• 5 — tally of buffers added on design ports
• 0.0456 ns — worst slack, placed
• 0.673 — GP Congestion

## Final timing
• 0.480 ns — Hold Worst Slack
• 0 ns — setup TNS
• 0 — number of endpoints with negative hold slack in the final report
• 0.00295 ns — setup clock skew after layout
• 1.02 ns — final period demand of the worst path
• 91.4% — max-slew headroom at the worst pin
• 0 — final setup vio count
• 85.0% — post-layout period usage of the worst path
• 0.125 ns — worst-margin pin slew
• 0.180 ns — minimum setup slack in the final design
• no — unrepaired setup endpoints after global routing
• 0 — number of slew-limit violations in the final report
• 980 MHz — peak clock frequency supported by timing

through the flow:
stage	cells	instance area, sq um	total power [uW]	util, %
after floorplan	12	128	127	-
final	69	277	336	8.10
after CTS	69	277	345	8.10
after global placement	63	235	151	6.89
after global routing	69	277	357	8.10
after detailed placement	63	235	153	6.89
cell usage after synthesis:
| cell type | instances |
|---|---|
| sky130_fd_sc_hd__dfxtp_1 | 3 |
| sky130_fd_sc_hd__mux2i_1 | 2 |
| sky130_fd_sc_hd__ha_1 | 1 |
| sky130_fd_sc_hd__and2_1 | 1 |
| sky130_fd_sc_hd__nand2b_1 | 1 |
| sky130_fd_sc_hd__nor2b_1 | 1 |
| sky130_fd_sc_hd__nand2_1 | 2 |
| sky130_fd_sc_hd__xor2_1 | 1 |
power by group through the flow:
stage	registers (uW)	logic (uW)	clock network (uW)
CTS	112	45.4	188
finish	113	44.6	178
global route	114	50.8	193
cell families after synthesis:
group	share of synthesized area, %
and+or+nand+nor	20.6
DFF	47.1
xor gates and xnor gates	6.86
adders and majority gates	9.80
muxes	15.7
routing by layer:
layer  part of all wire [%]  track usage [%]
met1                     34            0.861
met2                     25             1.36
met4                    1.6            0.528
met3                     39             2.84
met5                      0                0
final cells by class:
cell class              count  share of cell area (%)
repair buffers              7                    22.2
flip-flops and latches      3                    23.1
multi-input cells           9                    24.4
clock buffers               4                    9.50
well taps                  46                    20.8
worst paths after layout:
path	to	slack (ns)	startpoint
max	o_value[2]	0.18	counter[2]
min	counter[2]	0.48	counter[2]
max reg2reg	counter[1]	0.18	counter[0]
min reg2reg	counter[2]	0.48	counter[2]
timing repair:
action                     4_1_cts  5_1_grt
gates resized                    6        0
setup endpoints to repair        3        0
buffers inserted                 2        0
Power figures rest on the tool's default switching activity, not on a simulated workload.
