$ cat flow/config.mk
export PLATFORM = sky130hd
export DESIGN_NAME = piso
export DESIGN_NICKNAME = piso
export VERILOG_FILES = /design/flow/design.v
export SDC_FILE = /design/flow/constraint.sdc
export NUM_CORES = 4
export LEC_CHECK = 1
export CORE_AREA = 10 10 70 70
export DIE_AREA = 0 0 80 80
$ cat flow/constraint.sdc
current_design piso

set clk_period 1.1
set clk_io_pct 0.2

create_clock -name clk0 -period $clk_period [get_ports {i_clk}]

set non_clock_inputs [all_inputs -no_clocks]
set_input_delay [expr $clk_period * $clk_io_pct] -clock clk0 $non_clock_inputs
set_output_delay [expr $clk_period * $clk_io_pct] -clock clk0 [all_outputs]
$ cat flow/design.v
`timescale 1ns / 1ps
module piso # 
(
    parameter integer DATA_WIDTH   = 8,
    parameter         DO_MSB_FIRST = "true",
    parameter         DO_FAST      = "true"      
)
(
    input  logic                     i_clk,
    input  logic                     i_s_rst_n,
    input  logic                     i_wr_en,
    input  logic  [DATA_WIDTH - 1:0] i_data,
    output logic                     o_data_valid,
    output logic                     o_data
);
    localparam integer MSB    = DATA_WIDTH - 1;
    localparam integer LSB    = 0;
    localparam integer SH_BIT = (DO_MSB_FIRST == "true") ? MSB : LSB;
    logic [DATA_WIDTH - 1 : 0] buff;
generate
    if (DO_MSB_FIRST == "true") begin : msb_mode
        always_ff @ (posedge i_clk) begin
            if (i_s_rst_n == '0) begin
                buff <= '0;
            end
            else begin
                buff <= (i_wr_en == '1) ? i_data : {buff[MSB - 1 : LSB], 1'h0};
            end
        end
    end
    else begin  : lsb_mode 
        always_ff @ (posedge i_clk) begin 
            if (i_s_rst_n == '0) begin
                buff <= '0;
            end
            else begin
                buff <= (i_wr_en == '1) ?  i_data :  {1'h0, buff[MSB : LSB + 1]}; 
            end 
        end
    end
endgenerate
generate 
    if (DO_FAST == "true") begin : fast_mode 
        assign o_data       = (i_wr_en == '1) ? i_data[SH_BIT] : buff[SH_BIT];
        assign o_data_valid = '1;
    end
    else begin : std_mode 
        always_ff @ (posedge i_clk) begin 
            if (i_s_rst_n == '0) begin
                o_data       <= '0;
                o_data_valid <= '0;
            end
            else begin
                o_data       <= buff[SH_BIT]; 
                o_data_valid <= !i_wr_en;
            end 
        end
    end
endgenerate  
endmodule
$ cat flow/run.sh
#!/bin/bash
# OpenROAD 26Q1-2900-gdf79404cd8, Yosys 0.63+post, stock flow scripts
make -C /OpenROAD-flow-scripts/flow DESIGN_CONFIG=/design/flow/config.mk WORK_HOME=/design/flow/orfs finish
==> impl_metrics.csv <==
group,metric,value,unit
routing,drt-total-wl,676,µm
yosys,ys_area,314,µm²
routing,wire_per_inst,7.43,µm
pwr,total_power,609,µW
floorplanning,core_area,0.00342,mm²
clock_tree,clk_latency,0.25,ns
run_status,outcome,"finished, final reports clean",
layout,max_flop_register,"buff",
clock_tree,cts_buffers,3,
sta,min_period_over_period,91.8,%
worst_setup_path,path_buffers,2,
grt,grt_max_degree,9,
yosys,synth_area,314,µm²
flow_run,warning_count,25,
layout,largest_register_ffs,8,
routing,diodes,0,
sta,rsz0062_at_grt,"no",
worst_setup_path,start_kind,"flop",
worst_setup_path,critPathRequiredTime,0.88,ns
grt,grt_usage,2.00,%
sta,fin_hold_ws,0.451,ns
floorplanning,num_io_pins,13,
grt,grt_pass1_wl,1050,µm
clock_tree,cts_tree,"done",
worst_setup_path,critPathTopFamily,"flip-flops",
routing,ant_nets,0,
pwr,power.density,1200,mW/mm²
yosys,synth_cell_types,12,
layout,top_regs,"buff x8",
pwr,power_leakage,0.208,nW
yosys,netlist_instances,29,
routing,drt_pass1_iterations,2,
floorplanning,fp_util,9.19,%
place,gp_congestion,0.634,
sta,skew,0.00451,ns
routing,vias_per_cell,2.60,
layout,layout_top_cells,"dfxtp_1 (8), clkdlybuf4s50_1 (8), mux2i_1 (6), nor2b_1 (6), buf_4 (4)",
clock_tree,clk_pin_slew,0.05,ns
clock_tree,hold_buffers,0,
layout,drive_gt1_share,20.0,%
sta,hold_violations,0,
yosys,yosysWarnings,1,
floorplanning,rows,21,
worst_setup_path,crit_path_top_delay_cell,"dfxtp_1",
sta,fin_setup_tns,0,ns
floorplanning,die_h,80,µm
floorplanning,die_width,80,µm
sta,max_freq,991,MHz
pwr,peakVddDrop,0.000297,V
sta,setup_violations,0,
worst_setup_path,cp_max_fo,1,
sta,fin_crit,1.01,ns
worst_setup_path,crit_arrival,0.79,ns
grt,grt_pass1_vias,251,
yosys,synth_area_per_cell,10.8,µm²
routing,drc,0,
grt,antenna_found_initial,0,
flow_run,maxCapViolCount,0,
min_path,hp-class,"flop to flop",
layout,fin_cells,91,
routing,num_vias,237,
layout,logic_area,131,µm²
yosys,yosysSeqAreaShare,51.0,%
worst_setup_path,crit_chain,"inv_1 > o21ai_1 > buf_2",
clock_tree,clock_sinks,8,
clock_tree,htreeDepth,1,
place,dp.cells,86,
floorplanning,chipArea,0.00640,mm²
layout,seqCellArea,160,µm²
clock_tree,clockRootBuffer,"clkbuf_4",
layout,fin_util,14.9,%
grt,grt.overflow.total,0,
place,portBuffers,11,
clock_tree,clockBufferDepth,2,
worst_setup_path,slowest_delay,0.30,ns
layout,fill_cells,396,
yosys,ys_cells,29,
worst_setup_path,setup.worst_path.end_class,"primary output",
yosys,numSynthFlops,8,
layout,areaGrowthSynthToFinish,61.8,%
routing,drt_iter0_markers,13,
sta,drv_slew,0,
worst_setup_path,worstSetupPathType,"flop to primary output",
power breakdown:
group | switching (mW) | internal [mW] | leakage, nW | total [mW]
Combinational | 0.0258 | 0.0587 | 0.128 | 0.0844
Clock | 0.0907 | 0.124 | 0.0138 | 0.215
Sequential | 0.00352 | 0.306 | 0.0660 | 0.310
Total | 0.120 | 0.489 | 0.208 | 0.609
timing repair:
action / CTS / global route
resized: 6 / 0
buffers inserted: 2 / 0
setup endpoints to repair: 1 / 0
hold endpoints to repair: 0 / 0
worst register-to-register path: stages (launching register included):
cell     delay [ns]
dfxtp_1        0.29
mux2i_1        0.12
nor2b_1        0.06
worst paths after layout:
check | from | endpoint | slack, ns | cells past startpoint
worst max register to register | buff[2] | buff[3] | 0.51 | 2
worst max-delay path | buff[7] | o_data | 0.09 | 3
worst min-delay path | buff[6] | buff[7] | 0.45 | 2
worst min register to register | buff[6] | buff[7] | 0.45 | 2
Yosys cell counts:
library cell | instances | area (µm²)
buf_6 | 1 | 11.3
conb_1 | 1 | 3.75
inv_1 | 1 | 3.75
and3_2 | 1 | 7.51
mux2i_1 | 6 | 60.1
dfxtp_1 | 8 | 160
buf_4 | 1 | 7.51
nor2b_1 | 6 | 37.5
o21ai_0 | 1 | 5.00
nand2b_1 | 1 | 6.26
a21boi_1 | 1 | 7.51
nand2_1 | 1 | 3.75
layer usage:
metal | share of wire [%] | wire length, µm | vias up | global-route usage (%)
li1 | - | - | 124 | -
met2 | 52 | 351 | 7 | 3.29
met1 | 39 | 263 | 104 | 2.21
met4 | 2.8 | 19 | 0 | 1.06
met3 | 6.2 | 42 | 2 | 0.682
met5 | 0 | 0 | - | 0
cell families (layout without fill, tap and decap cells):
kind of cell    count (synthesis)  count (layout)  synth area share (%)
flops                           8               8                  51.0
compound gates                  2               2                  3.98
mux                             6               6                  19.1
simple gates                    9               9                  17.5
buf+inv                         3              19                  7.17
other cells                     1               1                  1.19
per-stage QoR:
stage | setup slack (ns) | area [µm²]
after global routing | 0.0403 | 508
after global placement | -0.485 | 478
final | 0.0906 | 508
after detailed placement | -0.472 | 478
after CTS | 0.0776 | 508
after floorplan | 0.428 | 314
layout make-up:
cell class	count	area share [%]
inverters	1	0.739
well taps	46	11.3
clock buffers	3	4.43
multi-input cells	18	25.9
repair buffers	15	26.1
flip-flops and latches	8	31.5
No activity file was given, so power comes from the tool's default toggle rates.
